## ./config.mk

```make
export PLATFORM = sky130hd
export DESIGN_NAME = udp_panel_writer
export DESIGN_NICKNAME = udp_panel_writer
export VERILOG_FILES = /design/flow/design.v
export SDC_FILE = /design/flow/constraint.sdc
export NUM_CORES = 4
export LEC_CHECK = 1
export CORE_UTILIZATION = 40
```

## ./constraint.sdc

```tcl
current_design udp_panel_writer

set clk_period 4.6
set clk_io_pct 0.2

create_clock -name clk0 -period $clk_period [get_ports {clock}]

set non_clock_inputs [all_inputs -no_clocks]
set_input_delay [expr $clk_period * $clk_io_pct] -clock clk0 $non_clock_inputs
set_output_delay [expr $clk_period * $clk_io_pct] -clock clk0 [all_outputs]
```

## ./design.v

```verilog
module udp_panel_writer
                      #(parameter PORT_MSB = 16'h00)
                       (input  wire          clock,
                        input  wire          reset,
                        input  wire          udp_source_valid,
                        input  wire          udp_source_last,
                        output reg           udp_source_ready,
                        input  wire  [15:0]  udp_source_src_port,
                        input  wire  [15:0]  udp_source_dst_port,
                        input  wire  [31:0]  udp_source_ip_address,
                        input  wire  [15:0]  udp_source_length,
                        input  wire  [31:0]  udp_source_data,
                        input  wire  [3:0]   udp_source_error,
                        output reg [5:0]     ctrl_en,
                        output wire [3:0]    ctrl_wr,
                        output reg [15:0]    ctrl_addr,
                        output reg [23:0]    ctrl_wdat,
                        output reg led_reg
);
    assign ctrl_wr = 4'b0111;  
    localparam STATE_WAIT_PACKET = 2'b01, STATE_READ_DATA = 2'b10;
    reg [5:0] ctrl_en_reg;
    reg [1:0] udp_state;
    reg [15:0] source_port;
    reg [15:0] dest_port;
    reg [31:0] src_ip;
    reg [31:0] data;
    reg [1:0] byte_count;
    initial udp_source_ready <= 1'b0;
    always @(posedge clock) begin
        if (reset) begin
            udp_source_ready <= 1'b0;
            udp_state <= STATE_WAIT_PACKET;
            led_reg   <= 1'b1;
            ctrl_en_reg <= 6'b0;
            ctrl_addr <= 16'b0;
            ctrl_wdat <= 16'b0;
            ctrl_en   <= 1'b0;
	          data      <= 32'b0;
            byte_count <= 2'b0;
        end else begin
            ctrl_en <= 6'b0;
            case (udp_state)
                STATE_WAIT_PACKET : begin
                    udp_source_ready <= 1'b1;
                    if (udp_source_valid && (udp_source_dst_port[15:8] == PORT_MSB)) begin
                        ctrl_en_reg <= udp_source_dst_port[5:0];
                        if (!udp_source_last) begin
			                     data = {data[23:0],udp_source_data[7:0]};
			                     byte_count  <= 3'b1;
                           udp_state   <= STATE_READ_DATA;
                        end
                    end
                end
                STATE_READ_DATA : begin
                    if (udp_source_valid) begin
                        byte_count <= byte_count + 3'b1;
			                  data = {data[23:0],udp_source_data[7:0]};
			                  if (byte_count == 3'b11) begin
	                        ctrl_en          <= ctrl_en_reg;
	                        ctrl_addr        <= data[31:18];
	                        ctrl_wdat[23:16] <= data[17:12];
	                        ctrl_wdat[15:8]  <= data[11:6];
	                        ctrl_wdat[7:0]   <= data[5:0];
			                  end
                        if (udp_source_last) begin
                            udp_state <= STATE_WAIT_PACKET;
                        end
                    end
                end
            endcase
        end
    end
endmodule
```

## ./run.sh

```bash
#!/bin/bash
# OpenROAD 26Q1-2900-gdf79404cd8, Yosys 0.63+post, stock flow scripts
make -C /OpenROAD-flow-scripts/flow DESIGN_CONFIG=/design/flow/config.mk WORK_HOME=/design/flow/orfs finish
```

==> impl_metrics.env <==
# flow metrics
export IMPL_clk_pin_slew_worst_paths_ns=0.08
export IMPL_timing_worst_setup_path_type="input port to register"
export IMPL_top_area_cell="dfxtp_1"
export IMPL_dr_pass1_iters=5
export IMPL_synth_stat_cells=376
export IMPL_finalCriticalPeriod_ns=2.78
export IMPL_numSynthFlops=73
export IMPL_fin_crit_sh_pct=60.4
export IMPL_wl_per_cell_um=14.6
export IMPL_finalHoldViolCount=0
export IMPL_grt_max_degree=51
export IMPL_p_leak_nw=1.37
export IMPL_slew_violations=0
export IMPL_place_port_buffers=64
export IMPL_die_y_um=91.8
export IMPL_critPathMaxStageDelay_ns=0.68
export IMPL_yosys_stat_seqShare_pct=45.3
export IMPL_cts_sinks=73
export IMPL_critPathRequiredTime_ns=4.89
export IMPL_grt_pass1_vias=2547
export IMPL_top_cells_by_area="dfxtp_1 45%, a21oi_1 9.5%, nand2_1 7.8%, a221o_1 6.8%, a32oi_1 6.0%"
export IMPL_setup_tns_ns=0
export IMPL_p_per_area_nw_per_um2=293
export IMPL_post_cts_buffers=0
export IMPL_ys_warn_count=1
export IMPL_grt_first_pass_wirelength_um=12700
export IMPL_drt_iter0_drc=184
export IMPL_area_sequential_um2=1460
export IMPL_worst_setup_path_start_kind="input port"
export IMPL_vias_per_cell=5.39
export IMPL_clk_path_buf_depth=2
export IMPL_synth_edff_count=0
export IMPL_drcViolationCount=0
export IMPL_cts_max_level=3
export IMPL_grt_setup_unrepaired="false"
export IMPL_tightestPinTransition_ns=0.860
export IMPL_largest_reg_flops=24
export IMPL_post_place_ws_ns=1.48
export IMPL_postSynthAreaPerCell_um2=8.58
export IMPL_cts_hold_buf=0
export IMPL_area_growth_pct=24.7
export IMPL_dieWidth_um=91.8
export IMPL_drive_gt1_share_pct=7.01
export IMPL_rrSetupSlack_ns=2.48
export IMPL_mi_logic_area_um2=1530
export IMPL_crit_slowest_cell="nor3_2"
export IMPL_dp_hpwl_um=4720
export IMPL_ys_types=33
export IMPL_netlist_instances=376
export IMPL_status="finished clean"
export IMPL_clk_latency_ns=0.34
export IMPL_gp_congestion=0.848
export IMPL_grt_use_total_pct=19.0
export IMPL_chip_area_um2=8420
export IMPL_grt_overflow_total=0
export IMPL_crit_chain="clkdlybuf4s50_1 -> nor4b_4 -> and3_1 -> nor3_2 -> buf_4 -> a221o_1"
export IMPL_ir_drop_mv=0.149
export IMPL_setup_slack_ns=1.82
export IMPL_ys_area_um2=3220
export IMPL_top_cell_area_share_pct=45.3
export IMPL_coreArea_um2=7770
export IMPL_synth_area_um2=3220
export IMPL_cts_root_buf="clkbuf_8"
export IMPL_crit_fanout=12
export IMPL_drv_cap=0
export IMPL_antenna_diode_count=0
export IMPL_fmax_ghz=0.360
export IMPL_cts_buffers=9
export IMPL_arrival_ns=3.07
export IMPL_ant_nets=0
export IMPL_fin_worst_skew_ns=0.00712
export IMPL_tool_warnings=119
export IMPL_relSlewSlack_pct=42.4
export IMPL_fillers=747
export IMPL_vias=2858
export IMPL_wl_um=7730
export IMPL_end_kind="register"
export IMPL_finalSetupViolCount=0
export IMPL_reg_top3="data x24, ctrl_wdat x18, ctrl_addr x14"
export IMPL_rows=32
export IMPL_synthArstFlopShare_pct=0
export IMPL_ios=172
export IMPL_synthFlopType="dfxtp_1"
export IMPL_cts_tree="done"
export IMPL_largest_register="data"
export IMPL_hold_path_class="register to register"
export IMPL_post_cts_resized=0
export IMPL_antenna_found_initial=0
export IMPL_fp_util_pct=41.5
[per-stage QoR]
step           cell area [um2]  hold WS (ns)  util (%)  total power [mW]  cells
2_1_floorplan             3270         0.416         -             0.672    387
3_3_place_gp              3830         0.434      49.3             0.694    514
3_5_place_dp              3830         0.444      49.3             0.694    514
4_1_cts                   4020         0.457      51.8              1.19    530
5_1_grt                   4020         0.472      51.8              1.23    530
6_report                  4020         0.454      51.8              1.18    530
[layout make-up]
class,count,area share [%]
repair buffers,73,17.5
clock buffers,10,3.42
well taps,102,3.17
clock inverters,6,1.43
inverters,2,0.187
flip-flops and latches,73,36.3
multi-input cells,264,38.0
[final timing paths]
path                                   from                         to  depth (start not counted)
hold reg to reg   ctrl_wdat[2]$_SDFFE_PP0P_  ctrl_wdat[2]$_SDFFE_PP0P_                          2
setup / recovery           udp_source_valid       data[5]$_SDFFE_PP0P_                          6
hold / removal    ctrl_wdat[2]$_SDFFE_PP0P_  ctrl_wdat[2]$_SDFFE_PP0P_                          2
setup reg to reg       udp_state[0]$_DFF_P_       data[5]$_SDFFE_PP0P_                          5
[synthesized netlist by cell type (3+ instances only)]
| cell | n |
|---|---|
| a21oi_1 | 61 |
| a221o_1 | 22 |
| a32oi_1 | 22 |
| and2_1 | 7 |
| buf_2 | 6 |
| buf_4 | 14 |
| buf_6 | 4 |
| clkbuf_1 | 22 |
| dfxtp_1 | 73 |
| mux2i_1 | 7 |
| nand2_1 | 67 |
| nand3_1 | 30 |
| nor2_1 | 12 |
| nor2b_1 | 3 |
[routing by layer]
layer	vias up	track usage [%]	wire [um]	part of all wire, %
li1	1432	-	-	-
met5	-	0	0	0
met3	11	3.12	530	6.9
met1	1307	30.9	3620	47
met4	0	2.73	108	1.4
met2	108	27.9	3460	45
[cell usage in the layout (no fill, tap or decap), types with 2 or more instances in the layout]
| cell type | n |
|---|---|
| inv_1 | 2 |
| a221o_1 | 22 |
| nor2_1 | 12 |
| clkdlybuf4s50_1 | 63 |
| clkbuf_8 | 10 |
| and3_1 | 2 |
| o311ai_0 | 2 |
| dfxtp_1 | 73 |
| o21ai_0 | 2 |
| nand3_1 | 30 |
| nand2_1 | 67 |
| mux2i_1 | 7 |
| buf_4 | 9 |
| a22o_1 | 2 |
| nor2b_1 | 3 |
| a21oi_1 | 61 |
| and2_1 | 7 |
| conb_1 | 13 |
| a32oi_1 | 22 |
| clkinv_2 | 4 |
[logic make-up after synthesis]
logic type | Yosys count | synth area share (%)
simple gates | 127 | 18.3
compound gates | 116 | 25.0
flops | 73 | 45.3
buf+inv | 50 | 8.61
mux | 7 | 2.17
other cells | 2 | 0.233
fa+ha+maj | 1 | 0.388
[critical path: cells and delay by family]
kind                   cells  cell delay (ns)
AND-OR/OR-AND              1             0.16
buffers and inverters      2             0.85
AND/OR/NAND/NOR            3             1.12
[where the power goes]
part	internal (mW)	switching (mW)
clock network	0.262	0.240
logic	0.0231	0.0236
registers	0.632	0.000403
total	0.917	0.264
No activity file was given, so power comes from the tool's default toggle rates.
